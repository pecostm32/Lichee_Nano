==> flow/design.v <==
module mcu_interface
(
  input i_main_clk,             
  input i_data_strobe,          
  input i_control_strobe,       
  input [7:0] i_data,
  output [47:0] o_channel1_negative_signal_step,
  output [47:0] o_channel1_positive_signal_step,  
  output [47:0] o_channel1_signal_phase_add,  
  output [47:0] o_channel1_signal_control,
  output [47:0] o_channel2_negative_signal_step,
  output [47:0] o_channel2_positive_signal_step,  
  output [47:0] o_channel2_signal_phase_add,
  output [47:0] o_channel2_signal_control,
  output o_reset_signal_phase_registers,  
  output o_load_channel1_step_registers,  
  output o_add_channel1_signal_phase,  
  output o_load_channel2_step_registers,
  output o_add_channel2_signal_phase
);
  reg ireg_i_data_strobe    = 1;
  reg ireg_i_control_strobe = 1;
  reg dly_i_data_strobe    = 1;
  reg dly_i_control_strobe = 1;
  reg [7:0] ireg_i_data = 0;
  reg [47:0] long_data_reg = 0;
  reg [47:0] control_data_reg[0:7];
  reg [7:0] control_strobe;
  wire shift_8_48_data = ( !ireg_i_data_strobe && dly_i_data_strobe );
  wire load_into_control_reg = ( !ireg_i_control_strobe && dly_i_control_strobe ) && ( ireg_i_data < 8 );
  wire set_control_strobe = ( !ireg_i_control_strobe && dly_i_control_strobe ) && ( ireg_i_data >= 8 ) && ( ireg_i_data < 16 );
  always@(posedge i_main_clk)
    begin
      ireg_i_data_strobe       <= i_data_strobe;
      ireg_i_control_strobe    <= i_control_strobe;
      ireg_i_data              <= i_data;
      dly_i_data_strobe    <= ireg_i_data_strobe;
      dly_i_control_strobe <= ireg_i_control_strobe;
      if(shift_8_48_data) long_data_reg <= { long_data_reg[39:0], ireg_i_data[7:0] };      
      if(load_into_control_reg) control_data_reg[ireg_i_data[2:0]] <= long_data_reg;      
      if(set_control_strobe)            
        control_strobe[ireg_i_data[2:0]] <= 1'b1;      
      else
        control_strobe <= 8'h0;
    end
  assign o_channel1_negative_signal_step = control_data_reg[0];
  assign o_channel1_positive_signal_step = control_data_reg[1];
  assign o_channel1_signal_phase_add     = control_data_reg[2];
  assign o_channel1_signal_control       = control_data_reg[3];
  assign o_channel2_negative_signal_step = control_data_reg[4];
  assign o_channel2_positive_signal_step = control_data_reg[5];  
  assign o_channel2_signal_phase_add     = control_data_reg[6];
  assign o_channel2_signal_control       = control_data_reg[7];
  assign o_load_channel1_step_registers = control_strobe[0];
  assign o_add_channel1_signal_phase    = control_strobe[1];
  assign o_load_channel2_step_registers = control_strobe[4];
  assign o_add_channel2_signal_phase    = control_strobe[5];
  assign o_reset_signal_phase_registers = control_strobe[7];  
endmodule
==> flow/run.sh <==
#!/bin/bash
# OpenROAD 26Q1-2900-gdf79404cd8, Yosys 0.63+post, stock flow scripts
make -C /OpenROAD-flow-scripts/flow DESIGN_CONFIG=/design/flow/config.mk WORK_HOME=/design/flow/orfs finish
==> flow/config.mk <==
export PLATFORM = sky130hd
export DESIGN_NAME = mcu_interface
export DESIGN_NICKNAME = mcu_interface
export VERILOG_FILES = /design/flow/design.v
export SDC_FILE = /design/flow/constraint.sdc
export NUM_CORES = 4
export LEC_CHECK = 1
export CORE_UTILIZATION = 40
==> flow/constraint.sdc <==
current_design mcu_interface

set clk_period 7.8
set clk_io_pct 0.2

create_clock -name clk0 -period $clk_period [get_ports {i_main_clk}]

set non_clock_inputs [all_inputs -no_clocks]
set_input_delay [expr $clk_period * $clk_io_pct] -clock clk0 $non_clock_inputs
set_output_delay [expr $clk_period * $clk_io_pct] -clock clk0 [all_outputs]
==> reports/qor.txt <==
CTS tree -> yes
Final HPWL DP -> 19420 um
WHS Endpoint -> dly_i_data_strobe
Yosys synthesis warning count -> 1
Setup bufs post-CTS -> 0
Slew HR -> 46.25%
Yosys xor share -> 0.1292%
Top Metal Used -> met4
First-pass GRT wire length -> 43080 um
Status -> complete, no violations
H-tree Lvls -> 2
CTS Hold Buffers Added -> 0
Num Clock Sinks -> 449
Clk root buf -> clkbuf_16
Adders+Majority by Area -> 0.2768%
IO Pins -> 400
Row count -> 67
Die height -> 186.1 um
Pwr Density -> 236.9 nW/um2
WL final -> 31120 um
Ys cells -> 488
Worst reg2reg startpoint -> ireg_i_control_strobe
Diodes inserted -> 0
Slowest CP cell -> clkdlybuf4s50_1
Gr usage total -> 19.54%
Yosys chip area -> 13560 um2
Element type at the critical path end -> primary output
Lkg Pwr -> 6.404 nW
Max FFs per register -> 384
Peak supply drop -> 0.0002271 V
Final hold vios -> 0
Largest net degree at the start of global routing -> 39
DR vias/cell -> 4.570
Largest cells by area -> edfxtp_1, dfxtp_1, nor2_1, ha_1, nor4b_4
CP max FO -> 2
Met1 WL -> 11130 um
Post-synth seq share -> 98.17%
DR WL met2 -> 14610 um
Pins over their slew limit -> 0
Finish-stage setup viols -> 0
Crit-path max cell delay -> 0.54 ns
R2R Setup Slk -> 5.13 ns
Hold WS -> 0.3858 ns
Post-route ant nets -> 0
DR DRC count -> 0
CTS buffer count -> 45
Final Skew -> 0.01557 ns
Worst skew pair latency -> 0.53 ns
Avg WL per Cell -> 21.80 um
RSZ-0062 raised after global routing -> no
Number of max-cap violations -> 0
Core Region -> 33450 um2
Share of layout cells above drive strength 1 -> 8.376%
Mapped Avg Cell Area -> 27.79 um2
Fin area -> 19600 um2
R2R Path End -> control_data_reg[3][42]
Chip area -> 34640 um2
Worst EP arrival -> 1.38 ns
AND/OR/NAND/NOR Cells, Area Fraction -> 1.089%
CTS max path bufs -> 3
CP Class -> reg -> out
FMAX -> 340.0 MHz
Area leader, netlist -> edfxtp_1
Compound-Gate Fraction of Synth Area -> 0.2399%
Mux area share -> 0%
DR pass1 iterations -> 5
Area share, top type -> 95.66%
Final period utilization -> 37.70%
Synthesized registers -> 449
R2R cell count -> 4
Crit path max-delay family -> buffers and inverters
Die extent in x -> 186.1 um
Top logic family -> simple AND/OR/NAND/NOR gates
Clock slew seen by the registers of the worst setup and hold paths -> 0.06 ns
Worst Hold Depth -> 0
Synth Cell Area -> 13560 um2
Crit path buffers/inverters -> 1
Routed via count -> 6522
Post-Route Utilization -> 58.61%
Port Buffers -> 399
Global route overflow -> 0
Fp util -> 40.54%
Netlist cell types -> 19
CTS-repair resized insts -> 0
Log Warnings -> 27
DP Area -> 18280 um2
Worst Setup Start Kind -> flip-flop
GP Congestion -> 0.8060
Antenna violations before repair -> 0
Setup TNS -> 0 ns
Drt first-iter violations -> 318
Worst-margin pin slew -> 0.8045 ns
Final min period -> 2.941 ns
Synth-to-Final Area Change -> 44.56%
Mapped Cells -> 488
Required time worst endpoint -> 6.24 ns
Type of the most critical hold path -> reg -> reg
Critical hold path startpoint -> ireg_i_data_strobe
CP Cell Sequence -> clkdlybuf4s50_1
Vias in the first global route -> 6549
Routed wl met3 -> 4549 um
==> cell usage in the layout (no fill, tap or decap), types with 2 or more instances in the layout <==
| cell type | count |
|---|---|
| a21oi_1 | 4 |
| a31oi_1 | 2 |
| buf_4 | 14 |
| bufinv_16 | 2 |
| clkbuf_1 | 12 |
| clkbuf_16 | 45 |
| clkdlybuf4s50_1 | 399 |
| clkinv_1 | 11 |
| clkinv_2 | 8 |
| dfxtp_1 | 17 |
| edfxtp_1 | 432 |
| ha_1 | 3 |
| nand3_1 | 2 |
| nor2_1 | 8 |
| nor2_4 | 6 |
| or3_1 | 3 |
==> power breakdown <==
part	leakage, nW	switching, W	internal [W]
clock	0.646	0.000829	0.00112
sequential	4.04	0.0000258	0.00265
combinational	1.72	0.0000122	0.00000972
total	6.40	0.000867	0.00378
==> cell usage after synthesis <==
cell type  number
ha_1            3
edfxtp_1      432
nand3_1         2
xor2_1          1
a21oi_1         4
nand3b_1        1
dfxtp_1        17
nor4_2          1
nor4b_4         1
nor2b_1         1
inv_2           1
or3_1           3
xnor2_1         1
a31oi_1         2
nor4_1          1
nand3_2         1
buf_2           1
inv_1           1
nor2_1         14
==> cells by family after synthesis <==
| logic type | count (synthesis) |
|---|---|
| flops | 449 |
| simple gates | 25 |
| compound gates | 6 |
| buf+inv | 3 |
| fa+ha+maj | 3 |
| xor+xnor | 2 |
==> how the worst max path moves through the flow <==
stage | slack [ns] | depth (start not counted) | to | start
CTS | 4.83 | 1 | o_load_channel2_step_registers | control_strobe[4]
global route | 4.79 | 1 | o_load_channel2_step_registers | control_strobe[4]
finish | 4.86 | 1 | o_load_channel2_step_registers | control_strobe[4]
==> stage by stage <==
step / cells / worst slack, ns / power [W]
after floorplan: 488 / 1.890 / 0.002721
after global placement: 1348 / 5.200 / 0.002745
after detailed placement: 1348 / 5.107 / 0.002746
after CTS: 1427 / 4.829 / 0.004698
after global routing: 1427 / 4.790 / 0.004789
final: 1427 / 4.859 / 0.004645
==> cell type report <==
class | count | area (um2)
Fill cell | 2379 | 13850
Sequential cell | 449 | 13310
Inverter | 2 | 7.507
Multi-Input combinational cell | 36 | 302.8
Clock buffer | 57 | 1171
Tap cell | 448 | 560.5
Clock inverter | 22 | 148.9
Timing Repair Buffer | 413 | 4099
==> per-layer routing <==
| layer | vias to the layer above | GRT usage (%) |
|---|---|---|
| met3 | 62 | 11.57 |
| met5 | - | 0 |
| met2 | 476 | 28.75 |
| met1 | 3092 | 27.13 |
| met4 | 0 | 4.623 |
| li1 | 2892 | - |
No activity file was given, so power comes from the tool's default toggle rates.
